`config.mk`:
```
export PLATFORM = sky130hd
export DESIGN_NAME = filter
export DESIGN_NICKNAME = filter
export VERILOG_FILES = /design/flow/design.v
export SDC_FILE = /design/flow/constraint.sdc
export NUM_CORES = 4
export LEC_CHECK = 1
export CORE_UTILIZATION = 30
```
`constraint.sdc`:
```
current_design filter

set clk_period 29.8
set clk_io_pct 0.2

create_clock -name clk0 -period $clk_period [get_ports {clock}]

set non_clock_inputs [all_inputs -no_clocks]
set_input_delay [expr $clk_period * $clk_io_pct] -clock clk0 $non_clock_inputs
set_output_delay [expr $clk_period * $clk_io_pct] -clock clk0 [all_outputs]
```
`design.v`:
```
module filter (input wire clock,
               input wire i_data_avail,
               input wire [7:0] i_data_byte,
               output reg [7:0] o_data_byte,
               output reg o_data_avail);
    parameter N = 50;
    reg [7:0] shift_reg [0:N-1];   
    reg [15:0] sum;                
    integer i;
    initial begin
        sum             = 16'd0;
        o_data_byte     = 8'd0;
        for (i = 0; i < N; i = i + 1) begin
            shift_reg[i] = 8'd0;
        end
    end
    always @(posedge clock) begin
        if (i_data_avail) begin
            sum = sum - shift_reg[N-1] + i_data_byte;
            for (i = N-1; i > 0; i = i - 1) begin
                shift_reg[i] <= shift_reg[i-1];
            end
            shift_reg[0] <= i_data_byte;
            o_data_byte <= sum / N;
            o_data_avail <= 1'b1;
            end else begin
            o_data_avail <= 1'b0;
        end
    end
endmodule
```
`run.sh`:
```
#!/bin/bash
# OpenROAD 26Q1-2900-gdf79404cd8, Yosys 0.63+post, stock flow scripts
make -C /OpenROAD-flow-scripts/flow DESIGN_CONFIG=/design/flow/config.mk WORK_HOME=/design/flow/orfs finish
```
==> changes_impl.md <==
### Physical design

- Status: finished clean
- Floorplan utilization: 30.4%
- Ports: 19
- Worst reg2reg path depth: 34
- Via count: 7411
- Data arrival, critical path: 15.52 ns
- Worst Setup Start Kind: primary input
- Sum Neg Setup Slack: 0 ns
- RSZ-0062 raised after global routing: false
- Max_slew headroom: 42.1%
- Fill cells: 4870
- PostCTS Resize Cnt: 0
- Area leader share: 79.7%
- Unique cell types: 96
- Post-synth seq share: 79.8%
- CP Max Fanout: 9
- # Cells Yosys: 865
- Synth Cell Area: 16000 µm²
- Synth top cell by count: edfxtp_1
- DRT Pass-1 Iters: 4
- Critical Setup Path Class: in2reg
- Reg clk slew, reported paths: 0.06 ns
- Yosys Chip Area: 16000 µm²
- Worst stage delay on the critical path: 0.56 ns
- Clock Tree Buf Depth: 3
- Synth async-reset ratio: 0%
- First-pass GRT wire length: 38000 µm
- Hold Crit Class: reg2reg
- Diodes inserted: 0
- Commonest cells post-synth: 424 x edfxtp_1, 52 x inv_1, 30 x nand2_1, 29 x a21oi_1
- Number of antenna violations at the first check in global routing: 0
- Worst-Skew Late Latency: 0.57 ns
- Post-Route WL: 23400 µm
- Die Ht: 233 µm
- Count of tool warnings: 25
- Cell type with the largest total area: edfxtp_1
- Worst reg2reg setup slack: 20.25 ns
- Final core utilization: 34.8%
- Post-route clock skew: 0.0363 ns
- Post-synth EDFFs: 424
- GRT Total Usage: 9.40%
- Clock buffer count from CTS: 41
- First-iteration detailed-routing DRC count: 633
- Final setup viols: 0
- Critical R2R Launch: shift_reg[49][3]$_DFFE_PP_
- Number of global-route vias before repair: 7242
- Wire length per cell: 14.2 µm
- Setup Buffers After CTS: 0
- Cycle use final: 51.0%
- Largest net degree at the start of global routing: 74
- Area Overhead vs Synth: 14.5%
- Max reg flops: 400
- Yosys Warn Count: 2
- PortBufs: 18
- Max Fclk: 65.8 MHz
- Final ANT Viol Nets: 0
- Core area: 52600 µm²
- Syn avg cell area: 18.5 µm²
- Synth Flop Type: edfxtp_1
- CP endpoint kind: flop
- DIE WIDTH: 233 µm
- Req. time, crit path: 30.12 ns
- Worst path slowest cell: clkdlybuf4s50_1
- End of the critical path: o_data_byte[0]$_DFFE_PP_
- Routability cong.: 0.821
- Post-Syn Instances: 865
- Hold-fix buffers, CTS: 0
- Final hold violations: 0
- CTS Sinks: 425
- Die Size: 54200 µm²
- Final Max-Slew Violation Tally: 0
- Worst reg2reg path endpoint: o_data_byte[0]$_DFFE_PP_
- Tightest Pin Transition: 0.862 ns
- Worst setup startpoint: i_data_byte[3]
- Via/cell ratio: 4.51
- Gr ovfl total: 0
- Minimum clock period: 15.20 ns
- Fin area: 18300 µm²
- Area after DPL: 17000 µm²
- Ys flops: 425
- H-tree depth: 2
- Max Cap Viol: 0
- # rows: 84
- CTS root buf: clkbuf_16
- CTS tree: yes
- Share of layout cells above drive strength 1: 12.6%
- Post-DP HPWL: 13500 µm
- Drc violations: 0
- Top cells by area, synth: edfxtp_1 80%, ha_1 1.3%, inv_1 1.2%
## critical path, delay by kind of cell
| family | cells | cell delay (ns) |
|---|---|---|
| simple gates | 9 | 2.39 |
| compound gates | 17 | 4.16 |
| mux | 2 | 0.71 |
| fa+ha+maj | 3 | 1.18 |
| buf+inv | 4 | 0.84 |
| xor+xnor | 1 | 0.29 |
## per-stage QoR
stage / worst slack [ns] / instances / hold WS [ns]
after global placement: 14.22 / 1569 / 0.402
after CTS: 14.61 / 1643 / 0.415
after global routing: 13.71 / 1643 / 0.416
after detailed placement: 14.03 / 1569 / 0.405
after floorplan: 15.72 / 865 / 0.400
final: 14.60 / 1643 / 0.409
## worst min path at each step
stage                                       from                          to  cells past startpoint
final                 shift_reg[45][5]$_DFFE_PP_  shift_reg[46][5]$_DFFE_PP_                      0
after global routing  shift_reg[39][7]$_DFFE_PP_  shift_reg[40][7]$_DFFE_PP_                      0
after CTS             shift_reg[30][0]$_DFFE_PP_  shift_reg[31][0]$_DFFE_PP_                      0
## metal layers
layer  vias up  part of all wire, %  global-route usage [%]
met2       226                   40                    12.0
met5         -                    0                       0
li1       3539                    -                       -
met1      3610                   48                    15.1
met3        36                   10                    4.99
met4         0                  1.9                    1.86
## final cells by class
class                      instances  area [µm²]  area share [%]
sequential                       425       12800            69.7
multi-input combinational        372        2940            16.0
clock buffer                      50        1060            5.79
tap                              688         861            4.70
timing repair buffer              27         253            1.38
clock inverter                    24         219            1.20
inverter                          57         219            1.20
## placed cells by master, fill, tap and decap left out, types with 6 or more instances in the layout
cell             count
a211oi_1             6
inv_1               52
a21o_1              10
a21oi_1             29
ha_1                17
fa_1                 8
and2_1               6
a31oi_1              7
clkbuf_16           41
nand2b_1             9
clkinv_2             8
buf_4                9
xor2_1               8
clkdlybuf4s50_1     17
nand2_1             30
xnor2_1              8
nand3_1             22
o21ai_0             25
and3_1               8
o21ai_1              7
nor3_1               7
o21a_1               6
nor2_1              25
clkinv_1             6
clkbuf_1             9
edfxtp_1           424
o211ai_1            11
## kinds of logic after synthesis
logic type | count (synthesis) | synth area share (%)
AND/OR/NAND/NOR | 140 | 4.75
multiplexers | 9 | 0.611
adder cells (fa/ha/maj) | 25 | 2.33
AND-OR/OR-AND | 176 | 8.99
flip-flops | 425 | 79.8
buffers and inverters | 68 | 1.81
XOR/XNOR | 22 | 1.70
