==> flow/design.v <==
module uart_rx #(parameter CLKS_PER_BIT = 2813)
                (input clock,
                 input i_rx,
                 output [7:0] o_data_byte,
                 output o_data_avail);
    localparam IDLE_STATE    = 2'b00;
    localparam START_STATE   = 2'b01;
    localparam GET_BIT_STATE = 2'b10;
    localparam STOP_STATE    = 2'b11;
    reg rx_buffer = 1'b1;
    reg rx        = 1'b1;
    reg [1:0] state     = 0;
    reg [15:0] counter  = 0;
    reg [2:0] bit_index = 0;
    reg [7:0] data_byte = 0;
    reg data_avail      = 0;
    assign o_data_avail = data_avail;
    assign o_data_byte  = data_byte;
    always @(posedge clock)
    begin
        rx_buffer <= i_rx;
        rx        <= rx_buffer;
    end
    always @(posedge clock)
    begin
        case (state)
            IDLE_STATE:
            begin
                data_avail <= 0;
                counter    <= 0;
                bit_index  <= 0;
                if (rx == 0)  
                    state <= START_STATE;
                else
                    state <= IDLE_STATE;
            end
            START_STATE:
            begin
                if (counter == (CLKS_PER_BIT - 1) / 2)
                begin
                    if (rx == 0)  
                    begin
                        counter <= 0;
                        state   <= GET_BIT_STATE;
                    end
                    else
                    begin
                        state <= IDLE_STATE;
                    end
                end
                else
                begin
                    counter <= counter + 16'b1;
                    state   <= START_STATE;
                end
            end
            GET_BIT_STATE:
            begin
                if (counter < CLKS_PER_BIT - 1)
                begin
                    counter <= counter + 16'b1;
                    state   <= GET_BIT_STATE;
                end
                else
                begin
                    counter              <= 0;
                    data_byte[bit_index] <= rx;
                    if (bit_index < 7)
                    begin
                        bit_index <= bit_index + 3'b1;
                        state     <= GET_BIT_STATE;
                    end
                    else
                    begin
                        bit_index <= 0;
                        state     <= STOP_STATE;
                    end
                end
            end
            STOP_STATE:
            begin
                if (counter < CLKS_PER_BIT - 1)
                begin
                    counter <= counter + 16'b1;
                    state   <= STOP_STATE;
                end
                else
                begin
                    data_avail <= 1;
                    counter    <= 0;
                    state      <= IDLE_STATE;
                end
            end
            default:
            state <= IDLE_STATE;
        endcase
    end
endmodule
module uart_top(input clk,
                input wire uart_rx,
                output wire uart_tx,
                output wire[3:0] led);
    wire [7:0] data8;
    wire data8_avail;
    reg [7:0] led_reg;
    wire active;
    wire done;
    uart_rx#(.CLKS_PER_BIT(2813))  UART_RX (
    .clock (clk),
    .i_rx (uart_rx),
    .o_data_byte (data8),
    .o_data_avail(data8_avail)
    );
    uart_tx# (.CLKS_PER_BIT(2813)) UART_TX (
    .clock(clk),
    .i_data_avail(data8_avail),
    .i_data_byte(data8),
    .o_active (active),
    .o_tx (uart_tx),
    .o_done (done)
    );
    assign led = led_reg;
    always @ (posedge clk)
    begin
        if (data8_avail)
            led_reg <= data8[3:0];
    end
endmodule
module uart_tx #(parameter CLKS_PER_BIT = 2813)
                (input clock,
                 input i_data_avail,
                 input [7:0] i_data_byte,
                 output reg o_active,
                 output reg o_tx,
                 output reg o_done);
    localparam IDLE_STATE     = 2'b00;
    localparam START_STATE    = 2'b01;
    localparam SEND_BIT_STATE = 2'b10;
    localparam STOP_STATE     = 2'b11;
    reg [1:0] state     = 0;
    reg [15:0] counter  = 0;
    reg [2:0] bit_index = 0;
    reg [7:0] data_byte = 0;
	 reg tx;
    always @(posedge clock)
    begin
        case(state)
            IDLE_STATE:
            begin
                o_tx      <= 1;
                o_done    <= 0;
                counter   <= 0;
                bit_index <= 0;
                if (i_data_avail == 1)
                begin
                    o_active  <= 1;
                    data_byte <= i_data_byte;
                    state     <= START_STATE;
                end
                else
                begin
                    state    <= IDLE_STATE;
                    o_active <= 0;
                end
            end
            START_STATE:
            begin
                o_tx <= 0;
                if (counter < CLKS_PER_BIT - 1)
                begin
                    counter <= counter + 16'b1;
                    state   <= START_STATE;
                end
                else
                begin
                    counter <= 0;
                    state   <= SEND_BIT_STATE;
                end
            end
            SEND_BIT_STATE:
            begin
                o_tx <= data_byte[bit_index];
                if (counter < CLKS_PER_BIT - 1)
                begin
                    counter <= counter + 16'b1;
                    state   <= SEND_BIT_STATE;
                end
                else
                begin
                    counter <= 0;
                    if (bit_index < 7)
                    begin
                        bit_index <= bit_index + 3'b1;
                        state     <= SEND_BIT_STATE;
                    end
                    else
                    begin
                        bit_index <= 0;
                        state     <= STOP_STATE;
                    end
                end
            end
            STOP_STATE:
            begin
                o_tx <= 1;
                if (counter < CLKS_PER_BIT - 1)
                begin
                    counter <= counter + 16'b1;
                    state   <= STOP_STATE;
                end
                else
                begin
                    o_done   <= 1;
                    state    <= IDLE_STATE;
                    o_active <= 0;
                end
            end
            default: state <= IDLE_STATE;
        endcase
    end
endmodule
==> flow/run.sh <==
#!/bin/bash
# OpenROAD 26Q1-2900-gdf79404cd8, Yosys 0.63+post, stock flow scripts
make -C /OpenROAD-flow-scripts/flow DESIGN_CONFIG=/design/flow/config.mk WORK_HOME=/design/flow/orfs finish
==> flow/config.mk <==
export PLATFORM = sky130hd
export DESIGN_NAME = uart_top
export DESIGN_NICKNAME = uart_top
export VERILOG_FILES = /design/flow/design.v
export SDC_FILE = /design/flow/constraint.sdc
export NUM_CORES = 4
export LEC_CHECK = 1
export CORE_UTILIZATION = 30
==> flow/constraint.sdc <==
current_design uart_top

set clk_period 4.2
set clk_io_pct 0.2

create_clock -name clk0 -period $clk_period [get_ports {clk}]

set non_clock_inputs [all_inputs -no_clocks]
set_input_delay [expr $clk_period * $clk_io_pct] -clock clk0 $non_clock_inputs
set_output_delay [expr $clk_period * $clk_io_pct] -clock clk0 [all_outputs]
==> impl_metrics.toml <==
# generated from flow reports
[global_route]
grt_usage_pct = 10.6
grt_pass1_vias = 2112
grt_max_degree = 17
overflow = 0
grt_antenna_before_repair = 0
grt_pass1_wl_um = 9760

[sta]
timing.slew.headroom_pct = 46.5
finalHoldViolations = 0
worst_slew_pin_slew_ns = 0.803
hold_ws_ns = 0.348
fmax_ghz = 0.424
period_needed_ns = 2.36
timing.setup.tns_ns = 0
maxSlewViolCount = 0
fin_skew_ns = 0.00785
setup_ws_ns = 1.84
rsz0062_at_grt = "no"
finalSetupViolCount = 0
period_used_pct = 56.1

[worst_hold_path]
hold_path_class = "register to register"
hold_start = "UART_RX.rx_buffer"

[place]
port_buffers = 6
placedInstanceArea_mm2 = 0.00369
gp_congestion = 0.800
detailed_place_hpwl_um = 3770
dpl.cell_count = 442
dp_worst_setup_slack_ns = 1.98

[setup_path]
timing.rr.start = "UART_RX.counter[12]"
critPathArrivalTime_ns = 2.40
cp_cell_sequence = "nor4_1 > nand4_1 > a32oi_2 > nor2_1"
crit_type = "register to register"
slowest_delay_ns = 0.72
crit_path_top_delay_cell = "a32oi_2"
start_kind = "register"
end_kind = "register"
critPathMaxFanout = 16
cp-startpoint = "UART_RX.counter[12]"
crit_required_ns = 4.24

[synth]
ff_type = "edfxtp_1"
syn_area_mm2 = 0.00350
area_leaders = "edfxtp_1 (51%), ha_1 (5.7%), dfxtp_1 (4.0%), nor2_1 (4.0%), xor2_1 (3.5%)"
synthArstFlopShare_pct = 0
synth.avg_cell_area_um2 = 11.6
synth_top_area_share_pct = 50.6
synth-seq-cells = 66
ys_cells = 303
yosysTopAreaCell = "edfxtp_1"
yosys_area_mm2 = 0.00350
edf_count = 59
synth.distinct_cells = 50
synth_warnings = 3
ys_seq_share_pct = 54.6
synthCells = 303

[clock_network]
clockBufferDepth = 2
cts.sinks = 66
htreeDepth = 3
path_clk_slew_ns = 0.05
postCtsHoldBufs = 0
cts_root_buffer = "clkbuf_16"
post-cts-setup-buffers = 0
clk_latency_ns = 0.33
cts_tree = "built"
ctsResizeCount = 0
cts_buffers = 9

[cells_and_area]
n_fill_cell = 1097
final_cells = 458
final_layout_size_suffix_gt1_share_pct = 10.8
flop_area_mm2 = 0.00191
final_cell_area_mm2 = 0.00402
logic_area_mm2 = 0.00150
largestRegisters = "UART_RX.counter: 16 flops, UART_TX.counter: 16 flops"
area_growth_pct = 14.6

[floorplanning]
ios = 7
fp_util_pct = 30.7
die_y_um = 110
dieArea_mm2 = 0.0121
placementRows = 39
die_w_um = 110
core_mm2 = 0.0114

[route]
drtAntennaViolNets = 0
first_pass_iters = 4
wl_met2_um = 2540
wl_um = 5800
routed.top_layer = "met4"
viasPerCell = 4.88
antennaDiodeCount = 0
drc = 0
wl_met3_um = 198
dr_total_vias = 2235
wl_per_cell_um = 12.7
drtIter0Drc = 130
wl_met1_um = 3020

[power_and_ir_drop]
ir_worst_vdd_v = 0.000236
p_leak_nw = 1.44
pwr_density_cell_mw_per_mm2 = 460

[flow_run]
maxCapViolCount = 0
tool_warnings = 36

[status]
outcome = "completed"
## layout make-up
type	count	share of cell area, %
clock buffers	9	5.61
clock inverters	7	2.49
inverters	10	0.934
multi-input cells	216	37.2
flip-flops and latches	66	47.6
well taps	143	4.45
repair buffers	7	1.68
## cell usage after synthesis (3+ instances only)
cell,number
edfxtp_1,59
nor2_1,37
nand2_1,23
nand3_1,18
ha_1,16
xor2_1,14
nand4_1,13
xnor2_1,12
a21oi_1,10
inv_1,10
o21ai_0,8
dfxtp_1,7
nor4_1,6
nor2b_1,5
and3_1,4
and4_1,4
clkbuf_1,4
nor3_1,4
a211oi_1,3
clkbuf_2,3
mux2_2,3
nand2b_1,3
o31ai_1,3
or4_1,3
## path summary, 6_finish.rpt
kind | endpoint | slack, ns | depth (start not counted)
setup / recovery | UART_RX.counter[12] | 1.84 | 4
hold / removal | UART_RX.rx | 0.35 | 0
setup reg to reg | UART_RX.counter[12] | 1.84 | 4
hold reg to reg | UART_RX.rx | 0.35 | 0
## worst max-delay path, delay by kind of cell, from the launching register on
kind	cells	cell delay, ns
AOI/OAI and AO/OA	1	0.72
DFF	1	0.46
and+or+nand+nor	3	0.89
## layer usage
metal  up-vias  track usage (%)
li1       1139                -
met1      1065             15.9
met2        27             16.3
met3         4             3.00
met4         0             1.14
met5         -                0
## power breakdown
part	internal (W)	total (W)	switching (W)
clock network	0.000524	0.000805	0.000281
registers	0.000790	0.000872	0.0000823
logic	0.0000819	0.000169	0.0000869
## cells by family after synthesis
family / Yosys count / share of synthesized area [%]
AND/OR/NAND/NOR: 134 / 20.7
buffers and inverters: 21 / 2.75
flip-flops: 66 / 54.6
XOR/XNOR: 26 / 6.50
adder cells (fa/ha/maj): 16 / 5.71
multiplexers: 5 / 2.25
AND-OR/OR-AND: 35 / 7.53
## placed cells by master, fill, tap and decap left out, types with 4 or more instances in the layout
cell type	n
edfxtp_1	59
nor2_1	37
nand2_1	23
nand3_1	18
ha_1	16
xor2_1	14
nand4_1	13
xnor2_1	12
inv_1	10
a21oi_1	10
clkbuf_16	9
dfxtp_1	7
o21ai_0	7
nor4_1	6
clkdlybuf4s50_1	6
nor2b_1	5
and4_1	4
and3_1	4
nor3_1	4
## metrics by stage
step	total power (W)	utilization, %
after global routing	0.00194	35.2
after floorplan	0.00101	-
after global placement	0.00105	32.3
after detailed placement	0.00105	32.3
after CTS	0.00187	35.2
final	0.00185	35.2
Power is estimated from default activity; no workload was simulated.
